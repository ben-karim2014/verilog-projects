**flow/run.sh**
```bash
#!/bin/bash
# OpenROAD 26Q1-2900-gdf79404cd8, Yosys 0.63+post, stock flow scripts
make -C /OpenROAD-flow-scripts/flow DESIGN_CONFIG=/design/flow/config.mk WORK_HOME=/design/flow/orfs finish
```
**flow/config.mk**
```make
export PLATFORM = sky130hd
export DESIGN_NAME = vending_machine
export DESIGN_NICKNAME = vending_machine
export VERILOG_FILES = /design/flow/design.v
export SDC_FILE = /design/flow/constraint.sdc
export NUM_CORES = 4
export LEC_CHECK = 1
export CORE_UTILIZATION = 30
```
**flow/constraint.sdc**
```tcl
current_design vending_machine

set clk_period 3.4
set clk_io_pct 0.2

create_clock -name clk0 -period $clk_period [get_ports {CLK}]

set non_clock_inputs [all_inputs -no_clocks]
set_input_delay [expr $clk_period * $clk_io_pct] -clock clk0 $non_clock_inputs
set_output_delay [expr $clk_period * $clk_io_pct] -clock clk0 [all_outputs]
```
**flow/design.v**
```verilog
`timescale 1ns / 1ps
module vending_machine( CARD_IN,VALID_TRAN, ITEM_CODE,KEY_PRESS, DOOR_OPEN, RELOAD, CLK, RESET, VEND, INVALID_SEL, FAILED_TRAN, COST
    );
	 input CARD_IN;
    input VALID_TRAN;
    input [3:0] ITEM_CODE;
    input KEY_PRESS;
    input DOOR_OPEN;
    input RELOAD;
    input CLK;
    input RESET;
    output  VEND;
    output  INVALID_SEL;
    output  FAILED_TRAN;
    output  [2:0] COST;
	 reg [3:0] current_state;
	 wire [3:0] next_state;
	 reg [3:0] array4[19:0];
	 integer i;
	 integer j;
	 wire [2:0] counter;
	 wire start_counting;
	 wire [3:0] firstDigit;
	 wire [3:0] secondDigit;
	 reg [19:0] ItemsStock;
	 initial ItemsStock = 20'b00000000000000000000;
	 always@(posedge CLK)
	 begin
		if(RESET)
			current_state <= 4'b0001;
		else
			current_state <= next_state;
	 end
	fsm_fivecounterer c1(CLK, current_state, start_countering, counter);
	 always @ (posedge CLK)
	 begin
		if (current_state == 4'b0001)  
		begin
			for(i = 0; i<20; i = i +1) begin
			array4[i] <= 0;
			end 
		end
		else if (current_state == 4'b1101)  
		begin
			for(i = 0; i<20; i = i +1) begin
			array4[i] <= 10;
			end 
		end
		else if(current_state == 4'b0111)  
		begin
					if (firstDigit ==0)begin
					for(i = 0; i < 10 ; i = i+1) begin
					if (secondDigit == i) array4[i] <= array4[i] - 1;
					end 
					end
					else if(firstDigit ==1)begin
					for(i = 10; i < 20 ; i = i+1) begin
					if (secondDigit == i%10) array4[i] <= array4[i] - 1;
					end
					end	
		end
	 end
assign slotOutput = array4[08];
assign slotOutputsm = array4[18];
always @(*) begin
for(i = 0; i <20; i =i+1) begin
if(array4[i]> 0) ItemsStock[i] <= 1;
else ItemsStock[i] <= 0;
end
end
fsm_stateController c2(CLK, RELOAD,RESET, CARD_IN, KEY_PRESS, DOOR_OPEN, VALID_TRAN, ITEM_CODE, 
								current_state, next_state, firstDigit, secondDigit, ItemsStock, counter, start_countering);
fsm_ouput c3(current_state, firstDigit, secondDigit, RELOAD, VEND, INVALID_SEL, COST, FAILED_TRAN);
endmodule
module fsm_ouput (current_state, firstDigit, secondDigit, RELOAD, VEND, INVALID_SEL, COST, FAILED_TRAN);
input [3:0] current_state;
input [3:0] firstDigit;
input [3:0] secondDigit;
input RELOAD;
output wire VEND;
output  wire INVALID_SEL;
output  wire [2:0] COST;
output wire FAILED_TRAN;
reg vend;
reg invalid;
reg [2:0] cost;
reg failed_tran;
always @(*) begin
		if(current_state == 4'b0000 || current_state == 4'b0010 ||
		current_state == 4'b0011 || current_state == 4'b0100 ||
		current_state == 4'b1110 || current_state == 4'b0110)
				begin
					vend = 0;
					invalid = 0;
					cost = 3'b000;
					failed_tran = 0;
				end
		else if (current_state == 4'b0001)
					begin
					vend = 0;
					invalid = 0;
					cost = 3'b000;
					failed_tran = 0;
					end
		else if (RELOAD == 1)
					begin
					vend = 0;
					invalid = 0;
					cost = 3'b000;
					failed_tran = 0;
					end
		else if (current_state == 4'b1000)
				begin
					vend = 0;
					invalid = 1;
					cost = 3'b000;
					failed_tran = 0;
				end
		else if (current_state == 4'b0101)
			begin
					if (firstDigit ==0) begin
					 if(secondDigit ==0) cost = 1;
					 else if(secondDigit ==1) cost = 1;
					 else if(secondDigit ==2) cost = 1;
					 else if(secondDigit ==3) cost = 1;
					 else if(secondDigit ==4) cost = 2;
					 else if(secondDigit ==5) cost = 2;
					 else if(secondDigit ==6) cost = 2;
					 else if(secondDigit ==7) cost = 2;
					 else if(secondDigit ==8) cost = 3;
					 else if(secondDigit ==9) cost = 3;
					end
					else if (firstDigit ==1) begin
					 if(secondDigit ==0) cost = 3;
					 else if(secondDigit ==1) cost = 3;
					 else if(secondDigit ==2) cost = 4;
					 else if(secondDigit ==3) cost = 4;
					 else if(secondDigit ==4) cost = 4;
					 else if(secondDigit ==5) cost = 4;
					 else if(secondDigit ==6) cost = 5;
					 else if(secondDigit ==7) cost = 5;
					 else if(secondDigit ==8) cost = 6;
					 else if(secondDigit ==9) cost = 6;
					end
			end
		else if (current_state == 4'b1001) failed_tran = 1;
		else if (current_state == 4'b0111) vend = 1;
	end  
assign VEND = vend;
assign INVALID_SEL = invalid;
assign COST = cost;
assign FAILED_TRAN = failed_tran;
endmodule
module fsm_stateController (CLK, RELOAD, RESET, CARD_IN, KEY_PRESS, DOOR_OPEN, VALID_TRAN, ITEM_CODE, 
								current_state, next_state, firstDigit, secondDigit, ItemsStock, counter, start_countering);
input CLK;
input RELOAD;
input RESET;
input CARD_IN;
input KEY_PRESS;
input VALID_TRAN;
input DOOR_OPEN;
input [19:0] ItemsStock;
input [3:0] ITEM_CODE;
input [3:0] current_state;
input [2:0] counter;
output reg [3:0] next_state;
output reg [3:0] firstDigit;
output reg [3:0] secondDigit;
output reg start_countering;
reg firstDigitinputted;
initial firstDigitinputted =0;
 always @ (*) begin
	  if(current_state == 4'b0001) begin 
				if(RESET ==0) begin
				next_state <= 4'b0000;
				start_countering = 0;
				end
	  end
	  else if(current_state == 4'b0000)
		begin
					firstDigitinputted = 0;
					start_countering = 0;
					if(RELOAD == 1)
						next_state <= 4'b1101;
					else if(CARD_IN == 1)
						next_state <= 4'b0010;
					else
						next_state <= 4'b0000;
		end
		else if (current_state == 4'b1101)
				begin
					start_countering = 0;
					next_state <= 4'b0000;
				end
		else if (current_state ==4'b0010)
			begin
					if(KEY_PRESS == 0) begin
						next_state <= 4'b1110;
					start_countering = 1;
					end
					else begin 
					if(firstDigitinputted == 0) begin 
							firstDigit = ITEM_CODE;
							firstDigitinputted = 1;
							start_countering = 1;
							next_state <= 4'b0010;
							end 
						else if (firstDigitinputted == 1) begin
							secondDigit = ITEM_CODE;
							next_state <= 4'b0110;
							start_countering = 0;
							end
					end
				end	
			else if (current_state == 4'b1110)
				begin 
					if(counter == 2)
					begin
						next_state <= 4'b1000;
						start_countering = 0;
					end
					else if(KEY_PRESS == 1) begin
						if(firstDigitinputted == 0) begin 
							firstDigit = ITEM_CODE;
							next_state <= 4'b0010;
							firstDigitinputted = 1;
							start_countering = 0;
							end 
						else if (firstDigitinputted == 1) begin
							secondDigit = ITEM_CODE;
							next_state <= 4'b0110;
							start_countering = 0;
							end
					end
					else
					begin
						next_state <= 4'b1110;
						start_countering = 1;
					end
				end
	  else if (current_state == 4'b0110)
			begin  
					start_countering = 0;
						if((firstDigit <=1 && firstDigit >=0) && ((secondDigit >= 0) && secondDigit <= 9) && 
						((ItemsStock[0]) || (ItemsStock[1]) ||(ItemsStock[2]) ||(ItemsStock[3]) ||(ItemsStock[4]) ||
						(ItemsStock[5]) ||(ItemsStock[6]) ||(ItemsStock[7]) ||(ItemsStock[8]) ||(ItemsStock[9])))
							next_state <= 4'b0101;
						else
							next_state <= 4'b1000;
				end
		else if (current_state == 4'b1000)
				begin
				next_state <= 4'b0000;
				start_countering = 0;	
			   end
	  else if (current_state == 4'b0101)
				begin
					if(VALID_TRAN == 0)
					begin
						next_state <= 4'b1011;
						start_countering = 1;
					end
					else
					begin
						next_state <= 4'b0111;
						start_countering = 0;
					end		
				end
		else if (current_state == 4'b1011)
				begin
					if (counter != 2 && VALID_TRAN == 0)
							begin
							next_state <= 4'b1011;
							start_countering = 1;
							end
					else begin
					if(counter == 2)
					begin
						next_state <= 4'b1001;
						start_countering = 0;
					end
					else if(VALID_TRAN == 1)
					begin
						next_state <= 4'b0111;
						start_countering = 0;
					end
					end
				end
	  else if (current_state == 4'b1001)
			begin
				next_state <= 4'b0000;
				start_countering = 0;
			end
	  else if (current_state == 4'b0111)
				begin
					if(DOOR_OPEN == 0)
					begin
						next_state <= 4'b1100;
						start_countering = 1;
					end
					else
					begin
						 next_state <= 4'b1010;
						start_countering = 0;
					end					
				end
		else if (current_state == 4'b1100)
				begin
					if(counter != 2 && DOOR_OPEN ==0)begin
						next_state <= 4'b1100;
						start_countering = 1;
					end
					else begin 
					if(counter == 2)
					begin
						next_state <= 4'b0000;
						start_countering = 0;
					end
					else if(DOOR_OPEN == 1)
					begin
						next_state <= 4'b1010;
						start_countering = 0;
					end
					end
				end
		else if (current_state == 4'b1010)
				begin
					start_countering = 0;
					if(DOOR_OPEN == 1) next_state <= 4'b1010;
					else next_state <= 4'b0000;
				end
		else
			begin
				next_state <= 4'b0000;
				start_countering = 0;
			end
	  end
endmodule
module fsm_fivecounterer (CLK, current_state, start_countering, counter);
input CLK;
input [3:0] current_state;
input start_countering;
output reg [2:0] counter; 
reg Start_Pulse;
 always@(posedge CLK)
	 begin
		if(current_state == 4'b0010) 
			Start_Pulse <= 1;
		else if (current_state == 4'b0101) 
			Start_Pulse <= 1;
		else if (current_state == 4'b0111)
			Start_Pulse <= 1;
		else
			Start_Pulse <= 0;
	 end
	 always @ (posedge CLK)
    begin
		if (Start_Pulse)
			counter <= 3'b000;
		else if(start_countering == 1)
			counter <= counter + 1'b1;
	 end
endmodule
```
==> flow_metrics.py <==
# Flow results
metrics = {
    "status": {
        "result_of_the_run": "finished, final reports clean",
    },
    "worst_setup_path": {
        "worst_path_top_cell_family_by_delay": "simple AND/OR/NAND/NOR gates",
        "cp_slowest_stage_delay_ns": 0.70,
        "r2r_slack_ns": 1.03,
        "worst-endpoint-arrival_ns": 2.53,
        "worst_r2r_startpoint": "current_state[0]",
        "critical_path.startpoint_type": "flop",
        "crit_path_top_delay_cell": "nand2b_1",
        "critical_path.max_fanout": 21,
        "path_buffers": 0,
        "crit_required_ns": 3.56,
        "critical-path-top-cell-by-count": "nand2b_1",
        "worstSetupStartpoint": "current_state[0]",
        "critPathKind": "flop to flop",
        "path_cells": "nand2b_1, or2_2, nand2b_1, nor2_1",
        "worstSetupEndpointType": "flop",
    },
    "sta": {
        "fmax_ghz": 0.422,
        "untimed_endpoints": 26,
        "worst_slew_margin_rel_pct": 42.4,
        "worst_hold_margin_ns": 0.462,
        "totalNegativeSetupSlack_ns": 0,
        "final_period_minus_worst_setup_slack_ns": 2.37,
        "setup-violations-final": 0,
        "timing.clock.skew_ns": 0.0142,
        "timing_max_transition_violations_final": 0,
        "finalHoldViolCount": 0,
        "min_period_over_period_pct": 69.8,
        "count_of_unclocked_register_or_latch_pins": 20,
        "worstMarginPinSlew_ns": 0.864,
        "grt_setup_unrepaired": "no",
    },
    "hold_path": {
        "min-delay-start": "c1.Start_Pulse",
        "timing.hold.worst.class": "flop to flop",
    },
    "cells_and_area": {
        "final_cell_mix": "dfxtp_1 (48), nand2_1 (34), nor2_1 (31)",
        "drive_gt1_share_pct": 10.2,
        "final.fill_count": 1070,
        "layout_top_cell": "dfxtp_1",
        "area_growth_pct": 10.8,
    },
    "die": {
        "dieHeight_um": 108,
        "pin_count": 17,
        "fp_util_pct": 30.9,
        "die_width_um": 108,
        "floorplan.core_area_sq_um": 10900,
        "core.rowCount": 38,
        "chipArea_sq_um": 11700,
    },
    "job": {
        "timing.max_cap.violations": 0,
        "warning_count": 35,
    },
    "power": {
        "power_per_cell_area_nw_per_um2": 282,
        "p_total_mw": 1.05,
        "power.static_leakage_nw": 1.34,
        "power.ir.vdd_worst_v": 0.000137,
    },
    "synthesis": {
        "max_area_cell_share_pct": 28.5,
        "ys_cells": 381,
        "synth.ff_latch_count": 68,
        "synth-main-ff-cell": "dfxtp_1",
        "synthesis.yosys.warnings": 10,
        "yosys-top-cells-area": "dfxtp_1 (29%), dlxtn_1 (8.9%), ha_1 (7.8%), nor4_4 (6.3%), xor2_1 (5.5%)",
        "synth_area_leader_cell": "dfxtp_1",
        "synth.avg_cell_area_sq_um": 8.84,
        "post_synth_num_cell_types": 51,
        "number_of_cells_produced_by_synthesis": 381,
        "number_of_enable_flip_flop_cells": 0,
        "synthesis.area_sq_um": 3370,
        "ys_async_sr_fraction_pct": 0,
        "synth.yosys.chip_area_sq_um": 3370,
    },
    "placement": {
        "gp_routability_congestion": 0.880,
        "dpl.hpwl_mm": 5.14,
        "placement.io_buffers": 16,
    },
    "route": {
        "drt-vias-per-instance": 4.82,
        "drtAntennaViolNets": 0,
        "drc": 0,
        "vias": 2558,
        "detailedRoute.firstPassIterationCount": 5,
        "avgRoutedWirePerCell_um": 12.8,
        "detailedRoute.firstIterationViolations": 120,
        "count_of_antenna_diodes_in_the_layout": 0,
        "wirelength_mm": 6.79,
    },
    "cts": {
        "h_tree_levels": 2,
        "post-cts-setup-buffer-count": 0,
        "ctsResizeCount": 0,
        "clock_latency_ns": 0.30,
        "tritoncts.num_buffers": 5,
        "path_clk_slew_ns": 0.09,
        "cts_tree": "yes",
        "cts.hold.buffers_added": 0,
        "cts.root.buffer_cell": "clkbuf_8",
        "clock_tree.buffer_depth": 2,
    },
    "global_routing": {
        "wire_length_of_the_first_global_routing_pass_mm": 11.5,
        "grt_pass1_vias": 2412,
        "gr-usage-all-layers_pct": 12.5,
        "grt_start_max_net_pins": 23,
        "grt_overflow": 0,
        "antenna_found_initial": 0,
    },
}
==> sequential cells by signal, indices dropped and copies added (netlist names) <==
name                   count
c1.counter                 3
c2.start_countering        1
c2.next_state              4
c2.firstDigit              4
c3.failed_tran             1
c3.cost                    3
current_state              4
c3.vend                    1
array4                    40
c3.invalid                 1
c2.secondDigit             4
c1.Start_Pulse             1
c2.firstDigitinputted      1
==> per-layer routing <==
| layer | global-route usage, % | vias to the layer above | part of all wire [%] |
|---|---|---|---|
| met5 | 0 | - | 0 |
| met2 | 20.2 | 54 | 45 |
| met1 | 19.0 | 1167 | 50 |
| li1 | - | 1330 | - |
| met3 | 1.60 | 7 | 3.9 |
| met4 | 0.978 | 0 | 0.97 |
==> per-stage QoR <==
stage | setup slack (ns) | cells | util [%] | area [sq um]
final | 1.03 | 531 | 34.3 | 3730
after global routing | 0.793 | 531 | 34.3 | 3730
after CTS | 1.00 | 531 | 34.3 | 3730
after detailed placement | 1.01 | 523 | 33.4 | 3640
after global placement | 1.10 | 523 | 33.4 | 3640
after floorplan | 1.72 | 381 | - | 3370
==> final timing paths <==
| check | end | depth (start not counted) |
|---|---|---|
| worst max-delay path | array4[6][0] | 4 |
| worst min-delay path | c1.counter[0] | 1 |
| worst min register to register | c1.counter[0] | 1 |
| worst max register to register | array4[6][0] | 4 |
==> worst register-to-register path, stage by stage (launching register included) <==
cell and delay, ns:
dfxtp_1 0.68, nand2b_1 0.22, or2_2 0.52, nand2b_1 0.70
nor2_1 0.12
==> layout make-up <==
type	instances	area (sq um)	share of cell area (%)
timing repair buffer	19	183	4.89
clock inverter	2	15.0	0.402
inverter	26	97.6	2.61
multi-input combinational	270	1920	51.4
sequential	68	1260	33.8
clock buffer	6	82.6	2.21
tap	140	175	4.69
==> power by group <==
part / internal, mW / total [mW] / switching (mW)
clock: 0.165 / 0.353 / 0.189
sequential: 0.583 / 0.601 / 0.0180
combinational: 0.0409 / 0.0991 / 0.0582
==> Yosys cell counts (all sizes together) (2+ instances only) <==
library cell,count
nand3,3
nand4b,3
dlxtn,20
nand4,2
nor2,31
a31oi,2
a211oi,3
o21ai,14
dfxtp,48
inv,26
nor3,21
ha,21
a311oi,8
or2,5
nor2b,10
a21oi,24
nand2b,7
xor2,21
or4,3
buf,6
xnor2,11
and2,4
or3b,2
o221ai,3
a21boi,2
nor4,14
a22oi,2
nand2,38
clkbuf,11
a211o,2
==> logic make-up after synthesis <==
family	share of synthesized area (%)
AND/OR/NAND/NOR	27.0
AND-OR/OR-AND	13.4
flip-flops	28.5
buffers and inverters	5.72
XOR/XNOR	8.32
adder cells (fa/ha/maj)	7.80
latches	8.92
multiplexers	0.297
Power is estimated from default activity; no workload was simulated.
