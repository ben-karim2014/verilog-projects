### design.v
`timescale 1ns / 1ps
module FPCVT(D, S, E, F);
input wire [12:0] D;
output wire S;
wire [12:0] out;
wire sixth_bit;
wire [2:0] temp_exponent;
wire [4:0] temp_significant;
output wire [2:0] E;
output wire [4:0] F;
get_sign_magnitude converter_block_1(
							.inBits(D),  
							.magnitude(out),  
							.sign(S));  
Count_extract converter_bock_2(
										.In(out),  
										.exponent(temp_exponent), 
										.significant(temp_significant), 
										.sixth_bit(sixth_bit)
);
rounding converter_block_3(
										.exponent_IN(temp_exponent), 
										.significant_IN(temp_significant), 
										.exponent_OUT(E), 
										.significant_OUT(F), 
										.sixth_bit(sixth_bit)
);
endmodule
module get_sign_magnitude(inBits,magnitude, sign);
input [12:0] inBits;
output [12:0] magnitude;
reg [12:0] temp_magnitude;
output sign;
assign sign = inBits[12];
always @* begin
temp_magnitude = 13'b0000000000000;
if(sign == 0)
	temp_magnitude= inBits;
else if (sign == 1'b1)
	if (inBits == 13'b1000000000000)  
		begin
		temp_magnitude = 13'b0111111111111;
		end
	else if (inBits != 13'b1000000000000)
		begin
		temp_magnitude = ~inBits + 1'b1;
		end
end
assign magnitude = temp_magnitude;
endmodule
module Count_extract(In, exponent, significant, sixth_bit
    );
input wire [12:0] In;
output reg [2:0] exponent;
output reg [4:0] significant;
output reg sixth_bit;
always@(*) begin
	exponent = 3'b000;
	significant = In[4:0];
	sixth_bit = 1'b0;
if ((In[12:5] == 8'b00000000) || 
			 (In[12:4] == 9'b000000000) ||
			 (In[12:3] == 10'b0000000000) ||
			 (In[12:2] == 11'b00000000000) ||
			 (In[12:1] == 12'b000000000000) ||
			 (In[12:0] == 13'b0000000000000))
	begin
	exponent = 3'b000;
	significant = In[4:0];
	sixth_bit = 1'b0;
	end
else if (In[12:6] == 7'b0000000)
	begin
	exponent = 3'b001;
	significant = In[5:1];
	sixth_bit = In[0];
	end
else if (In[12:7] == 6'b000000)
	begin
	exponent = 3'b010;
	significant = In[6:2];
	sixth_bit = In[1];
	end
else if (In[12:8] == 5'b00000)
	begin
	exponent = 3'b011;
	significant = In[7:3];
	sixth_bit = In[2];
	end
else if (In[12:9] == 4'b0000)
	begin
	exponent = 3'b100;
	significant = In[8:4];
	sixth_bit = In[3];
	end
else if (In[12:10] == 3'b000)
	begin
	exponent = 3'b101;
	significant = In[9:5];
	sixth_bit = In[4];
	end
else if (In[12:11] == 2'b00)
	begin
	exponent = 3'b110;
	significant = In[10:6];
	sixth_bit = In[5];
	end
else if (In[12] == 1'b0)
	begin
	exponent = 3'b111;
	significant = In[11:7];
	sixth_bit = In[6];
	end
end
endmodule
module rounding(exponent_IN, significant_IN, 
						exponent_OUT, significant_OUT, sixth_bit
    );
input wire [2:0] exponent_IN;
input wire [4:0] significant_IN;
input wire sixth_bit;
reg [2:0] temp_exponent_OUT;
reg [4:0] temp_significant_OUT;
output wire [2:0] exponent_OUT;
output wire [4:0] significant_OUT;
always @(*) begin
temp_exponent_OUT = 3'b000;
temp_significant_OUT = 5'b00000;
if(sixth_bit == 1'b1)
	begin
	if (significant_IN != 5'b11111)
		begin
		temp_significant_OUT = significant_IN +1;
		temp_exponent_OUT = exponent_IN;
		end
	else if(significant_IN == 5'b11111)
		begin
		if(exponent_IN != 3'b111)
			begin
			 temp_significant_OUT = 5'b10000;
			 temp_exponent_OUT = exponent_IN+1;
			end
		else if(exponent_IN == 3'b111)
			begin
			temp_exponent_OUT = 3'b111;
			temp_significant_OUT =5'b11111;
			end
		end
	end
else if (sixth_bit == 1'b0)
	begin
	temp_exponent_OUT = exponent_IN;
	temp_significant_OUT = significant_IN;
	end
end
assign exponent_OUT = temp_exponent_OUT;
assign significant_OUT = temp_significant_OUT;
endmodule
### run.sh
#!/bin/bash
# OpenROAD 26Q1-2900-gdf79404cd8, Yosys 0.63+post, stock flow scripts
make -C /OpenROAD-flow-scripts/flow DESIGN_CONFIG=/design/flow/config.mk WORK_HOME=/design/flow/orfs finish
### config.mk
export PLATFORM = sky130hd
export DESIGN_NAME = FPCVT
export DESIGN_NICKNAME = FPCVT
export VERILOG_FILES = /design/flow/design.v
export SDC_FILE = /design/flow/constraint.sdc
export NUM_CORES = 4
export LEC_CHECK = 1
export CORE_AREA = 10 10 101 101
export DIE_AREA = 0 0 111 111
### constraint.sdc
current_design FPCVT

set clk_period 15.1
set clk_io_pct 0.2

create_clock -name clk0 -period $clk_period

set non_clock_inputs [all_inputs -no_clocks]
set_input_delay [expr $clk_period * $clk_io_pct] -clock clk0 $non_clock_inputs
set_output_delay [expr $clk_period * $clk_io_pct] -clock clk0 [all_outputs]
==> metrics.csv <==
stage;metric;value;unit
timing;whs;7.33;ns
timing;setup_viol;0;
setup_path;start_kind;input pin;
global_route;grt_pass1_vias;1413;
clock_tree;cts_resized;0;
routing;wirelength;4200;µm
die;io_pins;22;
power_and_ir_drop;power_frac_seq;0;%
clock_tree;post_cts_buffers;0;
routing;wl_met2;1570;µm
cells_and_area;flop_area;0;µm²
global_route;grt_usage;6.65;%
yosys;synth_area_per_cell;6.69;µm²
yosys;yosys-top-cells-area;xnor2_1, o21ai_0, o211ai_1;
job;warnings;32;
run_status;status;completed;
power_and_ir_drop;peakVddDrop;0.0000143;V
cells_and_area;fin_area;1620;µm²
clock_tree;cts_hold_buf;0;
yosys;synth.largest_area_cell;xnor2_1;
power_and_ir_drop;p_comb_share;100.0;%
global_route;overflow;0;
die;die_w;111;µm
timing;rsz0062_at_grt;no;
routing;top_layer;met3;
die;fp_util;16.4;%
yosys;ys_sh_simple;31.8;%
timing;fmax;0.0940;GHz
yosys;ys_cells;200;
yosys;logic_family;AND-OR/OR-AND gates;
cells_and_area;ff_count;0;
cells_and_area;nClkBuffers;0;
global_route;grt_pass1_wl;7370;µm
routing;wl_met3;287;µm
setup_path;arrival;7.62;ns
die;die_area;12300;µm²
timing;finalClockPeriodUsage;70.5;%
setup_path;max_stage_delay;0.75;ns
placement;routabilityCongestion;0.958;
timing;tightest_slew;0.739;ns
yosys;synthXorXnorAreaFrac;8.51;%
timing;setup_tns;0;ns
yosys;adder_share;2.81;%
routing;drc;0;
yosys;postSynthSeqShare;0;%
setup_path;cp-end-kind;output port;
timing;min_period;10.64;ns
yosys;synthesis.instances;200;
power_and_ir_drop;p_leak;0.500;nW
yosys;syn_area;1340;µm²
timing;final_hold_viol_count;0;
routing;drt_iter0_drc;130;
cells_and_area;syn_to_final_growth;21.1;%
power_and_ir_drop;swShare;55.2;%
die;dieHeight;111;µm
routing;dr.pass1.iters;4;
yosys;ys.warnings.count;3;
routing;via_per_inst;4.99;
routing;ant_nets;0;
setup_path;worstPathCellList;clkdlybuf4s50_1, or4_1, o41ai_2, a21oi_2, a211oi_1, o2111ai_1, o211ai_1, ha_1, o31a_1, nand2_1, o31a_1, a2bb2oi_1, clkdlybuf4s50_1;
routing;wl_per_cell;13.4;µm
placement;place_area;1620;µm²
power_and_ir_drop;power_switching;0.0000346;W
timing;slew_violations;0;
yosys;synth_cell_type_count;59;
routing;route.layer.met1.wl;2340;µm
routing;vias;1562;
worst_hold_path;hp-class;in -> out;
die;coreArea;8130;µm²
placement;dpl.hpwl;3460;µm
global_route;grt_start_max_net_pins;17;
cells_and_area;final_util;19.9;%
power_and_ir_drop;power_density;38.7;nW/µm²
setup_path;path_max_fanout;16;
yosys;synth-area-yosys;1340;µm²
yosys;ys_sh_mux;3.37;%
job;maxCapViolCount;0;
power_and_ir_drop;clockPowerShare;0;%
timing;max_slew_margin;50.4;%
die;rows;33;
setup_path;crit_slowest_cell;or4_1;
cells_and_area;drive_above_1_share;6.73;%
placement;io_buffers;22;
yosys;top_cell_area_share;5.89;%
timing;setup_ws;4.46;ns
placement;place_ws;4.49;ns
cells_and_area;fillers;904;
setup_path;critical_path_class;in -> out;
global_route;grt_antenna_before_repair;0;
power_and_ir_drop;intPower;0.0000281;W
routing;antennaDiodeCount;0;
setup_path;required;12.08;ns
yosys;aoi_share;44.2;%
[metal layers]
metal	global-route usage (%)	vias to the layer above
met5	0	-
met4	0.0868	0
met3	0.876	0
met2	9.20	65
met1	10.9	700
li1	-	797
[cell usage after synthesis (2+ instances only)]
cell type	instances
nor2b_1	5
buf_2	4
nand2b_1	2
or2_2	2
a22o_1	2
nor3_1	9
or3_1	6
xnor2_1	9
inv_1	11
nor4_1	4
a32oi_1	2
o211ai_1	8
mux2i_1	3
a22oi_1	2
nor2_1	15
or4_1	7
clkbuf_1	9
ha_1	3
xor2_1	4
o31a_1	3
buf_6	2
a21oi_1	11
nand3_1	5
nand2_1	10
o31ai_1	5
o21ai_0	14
nand3b_1	2
nor3b_1	3
a211oi_1	6
a31oi_1	3
[critical path: cells and delay by family]
kind	cells	cell delay [ns]
buffers and inverters	2	1.16
AND/OR/NAND/NOR	2	0.85
AND-OR/OR-AND	8	2.27
adder cells (fa/ha/maj)	1	0.31
[path summary, 6_finish.rpt]
| check | startpoint | endpoint | depth (start not counted) |
|---|---|---|---|
| min | D[0] | F[1] | 5 |
| max | D[8] | F[1] | 13 |
[kinds of logic (layout without fill, tap and decap cells)]
logic type / Yosys count / count (layout)
adder cells (fa/ha/maj): 3 / 3
AND-OR/OR-AND: 77 / 77
buffers and inverters: 27 / 35
XOR/XNOR: 13 / 13
multiplexers: 4 / 4
AND/OR/NAND/NOR: 76 / 76
[through the flow]
step / total power, W / instances
2_1_floorplan: 0.0000416 / 200
3_3_place_gp: 0.0000623 / 313
3_5_place_dp: 0.0000620 / 313
4_1_cts: 0.0000622 / 313
5_1_grt: 0.0000700 / 313
6_report: 0.0000628 / 313
[power groups by stage]
stage / sequential [W] / combinational [W] / clock, W
finish: 0 / 0.0000628 / 0
global route: 0 / 0.0000700 / 0
CTS: 0 / 0.0000622 / 0
[cells in the final DEF (no fill, tap or decap), types with 2 or more instances in the layout]
| cell type | count |
|---|---|
| a211oi_1 | 6 |
| a21oi_1 | 11 |
| a22o_1 | 2 |
| a22oi_1 | 2 |
| a31oi_1 | 3 |
| a32oi_1 | 2 |
| buf_4 | 2 |
| clkdlybuf4s50_1 | 22 |
| ha_1 | 3 |
| inv_1 | 11 |
| mux2i_1 | 3 |
| nand2_1 | 10 |
| nand2b_1 | 2 |
| nand3_1 | 5 |
| nand3b_1 | 2 |
| nor2_1 | 15 |
| nor2b_1 | 5 |
| nor3_1 | 9 |
| nor3b_1 | 3 |
| nor4_1 | 4 |
| o211ai_1 | 8 |
| o21ai_0 | 14 |
| o31a_1 | 3 |
| o31ai_1 | 5 |
| or2_2 | 2 |
| or3_1 | 6 |
| or4_1 | 7 |
| xnor2_1 | 9 |
| xor2_1 | 4 |
[cell type report]
class / count / area (µm²) / share of cell area, %
multi-input combinational: 173 / 1210 / 74.8
tap: 105 / 131 / 8.11
timing repair buffer: 24 / 235 / 14.5
inverter: 11 / 41.3 / 2.55
No activity file was given, so power comes from the tool's default toggle rates.
